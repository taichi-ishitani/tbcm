==> flow/design.v <==
interface tbcm_crc
  import  tbcm_crc_pkg::*;
#(
  parameter int           DATA_WIDTH      = 8,
  parameter tbcm_crc_type CRC_TYPE        = TBCM_CRC_32,
  parameter int           CRC_WIDTH       = get_crc_width(CRC_TYPE),
  parameter bit [31:0]    CRC_POLYNOMIAL  = get_crc_polynomial(CRC_TYPE)
);
  localparam  int WORK_WIDTH  = DATA_WIDTH + CRC_WIDTH;
  function automatic bit [CRC_WIDTH-1:0] mod2(
    bit [WORK_WIDTH-1:0]  value,
    bit [CRC_WIDTH-1:0]   polynomial
  );
    bit [WORK_WIDTH-1:0]  work;
    work  = value;
    for (int i = WORK_WIDTH - 1;i >= CRC_WIDTH;--i) begin
      if (work[i]) begin
        work[i-1-:CRC_WIDTH]  ^= polynomial;
      end
    end
    return work[CRC_WIDTH-1:0];
  endfunction
  function automatic bit [CRC_WIDTH-1:0][DATA_WIDTH-1:0] get_crc_matrix();
    bit [CRC_WIDTH-1:0][DATA_WIDTH-1:0] matrix;
    for (int i = 0;i < DATA_WIDTH;++i) begin
      bit [CRC_WIDTH-1:0] remainder;
      remainder = mod2(WORK_WIDTH'(2**(i + CRC_WIDTH)), CRC_POLYNOMIAL);
      for (int j = 0;j < CRC_WIDTH;++j) begin
        matrix[j][i]  = remainder[j];
      end
    end
    return matrix;
  endfunction
  localparam  bit [CRC_WIDTH-1:0][DATA_WIDTH-1:0] CRC_MATRIX  = get_crc_matrix();
  function automatic logic [CRC_WIDTH-1:0] get(logic [DATA_WIDTH-1:0] data);
    logic [CRC_WIDTH-1:0] crc;
    for (int i = 0;i < CRC_WIDTH;++i) begin
      crc[i]  = ^(data & CRC_MATRIX[i]);
    end
    return crc;
  endfunction
endinterface
package tbcm_crc_pkg;
  typedef enum {
    TBCM_CRC_8_CCITT,
    TBCM_CRC_16_CCITT,
    TBCM_CRC_16,
    TBCM_CRC_32,
    TBCM_CRC_32C,
    TBCM_CRC_32K
  } tbcm_crc_type;
  function automatic int get_crc_width(tbcm_crc_type crc_type);
    case (crc_type)
      TBCM_CRC_8_CCITT:   return 8;
      TBCM_CRC_16_CCITT:  return 16;
      TBCM_CRC_16:        return 16;
      TBCM_CRC_32:        return 32;
      TBCM_CRC_32C:       return 32;
      TBCM_CRC_32K:       return 32;
      default:            return 0;
    endcase
  endfunction
  function automatic bit [31:0] get_crc_polynomial(tbcm_crc_type crc_type);
    case (crc_type)
      TBCM_CRC_8_CCITT:   return 'b0000_0000_0000_0000_0000_0000_1000_1101;  
      TBCM_CRC_16_CCITT:  return 'b0000_0000_0000_0000_0001_0000_0010_0001;  
      TBCM_CRC_16:        return 'b0000_0000_0000_0000_1000_0000_0000_0101;  
      TBCM_CRC_32:        return 'b0000_0100_1100_0001_0001_1101_1011_0111;  
      TBCM_CRC_32C:       return 'b0001_1110_1101_1100_0110_1111_0100_0001;  
      TBCM_CRC_32K:       return 'b0111_0100_0001_1011_1000_1100_1101_0111;  
      default:            return '0;
    endcase
  endfunction
endpackage
package tbcm_matrix_arbiter_pkg;
  typedef enum logic [2:0] {
    TBCM_MATRIX_ARBITER_FIXED_PRIORITY,
    TBCM_MATRIX_ARBITER_INCREMENTAL_ROUND_ROBIN,
    TBCM_MATRIX_ARBITER_DECREMENTAL_ROUND_ROBIN,
    TBCM_MATRIX_ARBITER_LRG,
    TBCM_MATRIX_ARBITER_MRG
  } tbcm_matrix_arbiter_type;
endpackage
interface tbcm_onehot #(
  parameter int WIDTH = 2
);
  if ((WIDTH > 2) && ((WIDTH % 2) == 1)) begin : g
    localparam  int HALF_WIDTH  = WIDTH / 2;
    tbcm_onehot #(HALF_WIDTH + 0) u_onehot_0();
    tbcm_onehot #(HALF_WIDTH + 1) u_onehot_1();
    function automatic logic [WIDTH-1:0] __onehot(logic [WIDTH-1:0] bits);
      logic [HALF_WIDTH-1:0]  result_0;
      logic [HALF_WIDTH-0:0]  result_1;
      logic [1:0]             ored;
      result_0  = u_onehot_0.to_onehot(bits[HALF_WIDTH-1:0]);
      ored[0]   = |{1'b0, result_0};
      result_1  = u_onehot_1.to_onehot(bits[WIDTH-1:HALF_WIDTH]);
      ored[1]   = |result_1;
      if (ored == 2'b10) begin
        return {result_1, {HALF_WIDTH{1'b0}}};
      end
      else begin
        return {{(HALF_WIDTH+1){1'b0}}, result_0};
      end
    endfunction
  end
  else if (WIDTH > 2) begin : g
    localparam  int HALF_WIDTH  = WIDTH / 2;
    tbcm_onehot #(HALF_WIDTH) u_onehot();
    function automatic logic [WIDTH-1:0] __onehot(logic [WIDTH-1:0] bits);
      logic [HALF_WIDTH-1:0]  result[2];
      logic [1:0]             ored;
      for (int i = 0;i < 2;++i) begin
        result[i] = u_onehot.to_onehot(bits[HALF_WIDTH*i+:HALF_WIDTH]);
        ored[i]   = |result[i];
      end
      if (ored == 2'b10) begin
        return {result[1], {HALF_WIDTH{1'b0}}};
      end
      else begin
        return {{HALF_WIDTH{1'b0}}, result[0]};
      end
    endfunction
  end
  else if (WIDTH == 2) begin : g
    function automatic logic [WIDTH-1:0] __onehot(logic [WIDTH-1:0] bits);
      if (bits == 2'b10) begin
        return bits;
      end
      else begin
        return {1'b0, bits[0]};
      end
    endfunction
  end
  else begin : g
    function automatic logic [WIDTH-1:0] __onehot(logic [WIDTH-1:0] bits);
      return bits;
    endfunction
  end
  function automatic logic [WIDTH-1:0] to_onehot(logic [WIDTH-1:0] bits);
    return g.__onehot(bits);
  endfunction
endinterface
interface tbcm_selector #(
  parameter int       WIDTH     = 8,
  parameter type      DATA_TYPE = logic [WIDTH-1:0],
  parameter int       ENTRIES   = 2,
  parameter bit       ONE_HOT   = 1,
  parameter DATA_TYPE DEFAULT   = DATA_TYPE'(0)
);
  localparam  int INDEX_WIDTH   = (ENTRIES >= 2) ? $clog2(ENTRIES) : 1;
  localparam  int SELECT_WIDTH  = (ONE_HOT) ? ENTRIES : INDEX_WIDTH;
  function automatic logic [INDEX_WIDTH-1:0] get_index(
    logic [SELECT_WIDTH-1:0]  select
  );
    if (ENTRIES == 1) begin
      return 0;
    end
    else if (ONE_HOT) begin
      return one_hot_to_binary(select);
    end
    else begin
      return select;
    end
  endfunction
  function automatic logic [INDEX_WIDTH-1:0] one_hot_to_binary(
    logic [ENTRIES-1:0] select
  );
    logic [INDEX_WIDTH-1:0] index;
    for (int i = 0;i < INDEX_WIDTH;++i) begin
      logic [ENTRIES-1:0] temp;
      for (int j = 0;j < ENTRIES;++j) begin
        temp[j] = select[j] & j[i];
      end
      index[i]  = |temp;
    end
    return index;
  endfunction
  function automatic DATA_TYPE mux(
    logic [SELECT_WIDTH-1:0]  select,
    DATA_TYPE [ENTRIES-1:0]   data
  );
    logic [INDEX_WIDTH-1:0] index;
    index = get_index(select);
    return data[index];
  endfunction
  function automatic DATA_TYPE [ENTRIES-1:0] demux(
    logic [SELECT_WIDTH-1:0]  select,
    DATA_TYPE                 data
  );
    DATA_TYPE [ENTRIES-1:0] demuxed_data;
    for (int i = 0;i < ENTRIES;++i) begin
      if (ONE_HOT && select[i]) begin
        demuxed_data[i] = data;
      end
      else if ((!ONE_HOT) && (select == i)) begin
        demuxed_data[i] = data;
      end
      else begin
        demuxed_data[i] = DEFAULT;
      end
    end
    return demuxed_data;
  endfunction
endinterface
module tbcm_matrix_arbiter
  import  tbcm_matrix_arbiter_pkg::*;
#(
  parameter int                               REQUESTS          = 2,
  parameter bit                               KEEP_RESULT       = 1,
  parameter bit [REQUESTS-1:0][REQUESTS-1:0]  INITIAL_PRIORITY  = '1
)(
  input   var                               clk,
  input   var                               rst_n,
  input   var                               i_reset_priority,
  input   var [REQUESTS-1:0][REQUESTS-1:0]  i_initial_priority,
  input   var tbcm_matrix_arbiter_type      i_arbiter_type,
  input   var [REQUESTS-1:0]                i_request,
  output  var [REQUESTS-1:0]                o_grant,
  input   var [REQUESTS-1:0]                i_free
);
  logic [REQUESTS-1:0][REQUESTS-1:0]  priority_matrix;
  logic [REQUESTS-1:0]                request;
  logic [1:0][REQUESTS-1:0]           grant;
  logic                               grab_grant;
  logic                               busy;
  always_comb begin
    o_grant = grant[1];
  end
  always_comb begin
    request     = (!busy) ? i_request : '0;
    grab_grant  = request != '0;
  end
  if (KEEP_RESULT) begin : g_result
    logic [REQUESTS-1:0]  grant_latched;
    always_comb begin
      grant[1]  =
        ((grab_grant) ? grant[0]      : '0) |
        ((busy      ) ? grant_latched : '0);
    end
    always_ff @(posedge clk, negedge rst_n) begin
      if (!rst_n) begin
        busy  <= '0;
      end
      else if ((grant[1] & i_free) != '0) begin
        busy  <= '0;
      end
      else if (grab_grant) begin
        busy  <= '1;
      end
    end
    always_ff @(posedge clk, negedge rst_n) begin
      if (!rst_n) begin
        grant_latched <= '0;
      end
      else if (grab_grant) begin
        grant_latched <= grant[0];
      end
    end
  end
  else begin : g_result
    always_comb begin
      grant[1]  = (grab_grant) ? grant[0] : '0;
    end
    always_comb begin
      busy  = '0;
    end
  end
  if (1) begin : g_priority_matrix
    logic [REQUESTS-1:0][REQUESTS-1:0]  priority_matrix_next;
    always_comb begin
      grant[0]              = compute_grant(request, priority_matrix);
      priority_matrix_next  = update_priority_matrix(i_arbiter_type, priority_matrix, grant[0]);
    end
    for (genvar row = 0;row < REQUESTS;++row) begin : g_row
      for (genvar column = 0;column < REQUESTS;++column) begin : g_column
        if (column == row) begin : g
          always_comb begin
            priority_matrix[row][column]  = i_arbiter_type == TBCM_MATRIX_ARBITER_INCREMENTAL_ROUND_ROBIN;
          end
        end
        else if (column < row) begin : g
          always_comb begin
            priority_matrix[row][column]  = !priority_matrix[column][row];
          end
        end
        else begin : g
          always_ff @(posedge clk, negedge rst_n) begin
            if (!rst_n) begin
              priority_matrix[row][column]  <= INITIAL_PRIORITY[row][column];
            end
            else if (i_reset_priority) begin
              priority_matrix[row][column]  <= i_initial_priority[row][column];
            end
            else if (grab_grant) begin
              priority_matrix[row][column]  <= priority_matrix_next[row][column];
            end
          end
        end
      end
    end
  end
  function automatic logic [REQUESTS-1:0] compute_grant(
    logic [REQUESTS-1:0]                request,
    logic [REQUESTS-1:0][REQUESTS-1:0]  priority_matrix
  );
    logic [REQUESTS-1:0]  grant;
    for (int i = 0;i < REQUESTS;++i) begin
      logic [REQUESTS-1:0]  column;
      for (int j = 0;j < REQUESTS;++j) begin
        column[j] = (i != j) && request[j] && priority_matrix[j][i];
      end
      grant[i]  = request[i] && (column == '0);
    end
    return grant;
  endfunction
  function automatic logic [REQUESTS-1:0][REQUESTS-1:0] update_priority_matrix(
    tbcm_matrix_arbiter_type            arbiter_type,
    logic [REQUESTS-1:0][REQUESTS-1:0]  priority_matrix,
    logic [REQUESTS-1:0]                grant
  );
    logic [REQUESTS-1:0]                update_position;
    logic                               row_value;
    logic                               column_value;
    logic [REQUESTS-1:0][REQUESTS-1:0]  priority_matrix_next;
    case (arbiter_type)
      TBCM_MATRIX_ARBITER_INCREMENTAL_ROUND_ROBIN: begin
        for (int i = 0;i < REQUESTS;++i) begin
          update_position[i]  = priority_matrix[i] == '1;
        end
        row_value     = '0;
        column_value  = '1;
      end
      TBCM_MATRIX_ARBITER_DECREMENTAL_ROUND_ROBIN: begin
        for (int i = 0;i < REQUESTS;++i) begin
          update_position[i]  = priority_matrix[i] == '0;
        end
        row_value     = '1;
        column_value  = '0;
      end
      TBCM_MATRIX_ARBITER_LRG: begin
        update_position = grant;
        row_value       = '0;
        column_value    = '1;
      end
      TBCM_MATRIX_ARBITER_MRG: begin
        update_position = grant;
        row_value       = '1;
        column_value    = '0;
      end
      default: begin
        update_position = '0;
        row_value       = '0;
        column_value    = '0;
      end
    endcase
    priority_matrix_next  = priority_matrix;
    for (int i = 0;i < REQUESTS;++i) begin
      for (int j = i + 1;j < REQUESTS;++j) begin
        if (update_position[j]) begin
          priority_matrix_next[i][j]  = column_value;
        end
        else if (update_position[i]) begin
          priority_matrix_next[i][j]  = row_value;
        end
      end
    end
    return priority_matrix_next;
  endfunction
endmodule
==> flow/run.sh <==
#!/bin/bash
# OpenROAD 26Q1-2900-gdf79404cd8, Yosys 0.63+post, stock flow scripts
make -C /OpenROAD-flow-scripts/flow DESIGN_CONFIG=/design/flow/config.mk WORK_HOME=/design/flow/orfs finish
==> flow/config.mk <==
export PLATFORM = sky130hd
export DESIGN_NAME = tbcm_matrix_arbiter
export DESIGN_NICKNAME = tbcm_matrix_arbiter
export VERILOG_FILES = /design/flow/design.v
export SDC_FILE = /design/flow/constraint.sdc
export NUM_CORES = 4
export LEC_CHECK = 1
export CORE_AREA = 10 10 70 70
export DIE_AREA = 0 0 80 80
export SYNTH_HDL_FRONTEND = slang
==> flow/constraint.sdc <==
current_design tbcm_matrix_arbiter

set clk_period 1.9
set clk_io_pct 0.2

create_clock -name clk0 -period $clk_period [get_ports {clk}]

set non_clock_inputs [all_inputs -no_clocks]
set_input_delay [expr $clk_period * $clk_io_pct] -clock clk0 $non_clock_inputs
set_output_delay [expr $clk_period * $clk_io_pct] -clock clk0 [all_outputs]
==> changes_impl.md <==
### Physical design

* Number of enable flip-flop cells at 0
* Reg2Reg Depth at 4
* Ys Warns at 0
* Hold buffers post-CTS at 0
* Clk buf depth at 2
* Initial antenna violation count at 0
* Util after Layout at roughly 18%
* Unique cell types at 22
* MI comb area at 219 µm²
* Slowest-stage cell, CP: clkdlybuf4s50_1
* Switch share at between 20% and 30%
* Critical Path End Type: primary output
* Flop pwr share at 23.7%
* Die Ht at ~80 µm
* Global-route wire length before repair at about 1.6 mm
* Pwr Total at roughly 0.64 mW
* Max-slew violation count at 0
* Sw power at 0.191 mW
* Register share after synthesis at around a third
* Number of global-route vias before repair at 370
* Crit start category: input pin
* CP bufs+invs at 3
* CP Class: in -> out
* Slew Limit Headroom at 82.2%
* Mapped Cells at 35
* Minimum clock period at approximately 1.9 ns
* Ys async rst share at ~100%
* Initial DRC Count at 5
* Post-synth top area cell: dfrtp_1
* Vias at around 370
* Remaining global-route overflow at 0
* Routability cong. at 0.788
* Largest net degree at the start of global routing at 7
* CTS Buf Count at 3
* CTS sink count at 4
* Status: completed
* Post-Place Cells at 98
* DP HPWL at 755 µm
* Ys flops at 4
* Register area at 101 µm²
* P per Cell Area at 1030 nW/µm²
* Worst Clk Skew at 0.00350 ns
* Post-Route WL at 1.04 mm
* Clk latency late pin at 0.23 ns
* I/O Buffers at 12
* Placement-stage worst setup slack at -0.243 ns
* Synth Cell Area at approximately 310 µm²
* Clk slew on worst S/H paths at 0.04 ns
* Ratio of cells with drive above 1 in the final layout at 40.3%
* Area delta synth->final at 98.4%
* Top cells by area: dfrtp_1 (24%), dfstp_2 (8.4%), nand2b_1 (8.0%), a31oi_1 (6.0%), a221oi_2 (4.8%)
* Worst Tran Pin Value at 0.264 ns
* Max Cap Violations at 0
* Htree depth at 1
* Fin. Hold Viols at 0
* DRC viols at 0
* Worst Path Arrival at 1.48 ns
* Core Area at 3420 µm²
* Global Route Usage Sum at under 10%
* Power share of the combinational group at 58.9%
* Fin Hold WS at between 0.3 and 0.4 ns
* Static leakage at 0.269 nW
* Delay-heaviest family, CP: buffers and inverters
* Io pins at 16
* Critical Path RT at 1.52 ns
* Dominant flop cell: dfrtp_1
* Hold crit path type: in -> async
* Drt pass-1 iters at 5
* Internal Power at 0.453 mW
* Dpl cell area at between 500 and 600 µm²
* Largest stage delay on the critical path at between 0.4 and 0.5 ns
* RSZ-0062 raised after global routing: false
* Final Setup Violations at 0
* CTS Root Cell: clkbuf_4
* Share of power burned in the clock network at 17.4%
* CTS tree: done
* Fin crit share at 97.7%
* Critical-path cell list: dlygate4sd2_1, buf_4, nand2_4, nand2b_4, nand2_2, clkdlybuf4s50_1
* Vias per cell at 3.42
* Crit Path Max Fanout at 4
* Yosys stat area at about 310 µm²
* Layout Cells excl Fill at 108
* Number of fill cells at 376
* Max VDD drop at roughly 0.00040 V
* Num rows at 21
* Log Warnings at 29
* Synth top cells by count: nand2b_1 (4), nor2_1 (4), a31oi_1 (3), dfrtp_1 (3)
* Fmax at ~540 MHz
* DIE AREA at 6400 µm²
* Yosys Instances at 35
* Critical path depth at 6
* Mapped Avg Cell Area at 8.97 µm²
* Chip width at approximately 80 µm
* Setup TNS at 0 ns
* Avg WL per Cell at roughly 9.6 µm
* Fin area at between 600 and 700 µm²
* Setup ws final at 0.0446 ns
* Initial Utilization at 9.19%
* Antenna Nets Post-Route at 0
* Top-area cell share at 23.9%
* Inserted Diodes at 0
-- per-layer routing --
metal	up-vias	global-route usage, %	routed length (µm)
met1	177	3.93	509
met4	0	0.176	0
met5	-	0	0
met2	9	4.57	430
met3	0	1.93	98
li1	183	-	-
-- registers in the layout (all words and copies together), names as in the netlist --
signal / count
busy: 1
priority_matrix: 1
g_result.grant_latched: 2
-- final cells by class --
| cell class | instances | share of cell area (%) |
|---|---|---|
| Clock buffer | 4 | 4.22 |
| Inverter | 1 | 0.602 |
| Tap cell | 46 | 9.24 |
| Multi-Input combinational cell | 28 | 35.1 |
| Sequential cell | 4 | 16.3 |
| Timing Repair Buffer | 25 | 34.5 |
-- cell families after synthesis --
group | share of synthesized area (%)
buffers and inverters | 5.97
muxes | 3.19
and+or+nand+nor | 36.3
DFF | 32.3
AOI/OAI and AO/OA | 22.3
-- layout by cell type, fill, tap and decap left out, drive strengths merged, types with 2 or more instances in the layout --
cell,n
clkdlybuf4s50,9
buf,13
a31oi,3
nor3,2
nor4b,2
nand2,3
nor2,4
dlygate4sd2,2
clkbuf,4
dfrtp,3
nand2b,5
-- path summary, 6_finish.rpt --
| check | slack [ns] | endpoint | start |
|---|---|---|---|
| setup / recovery | 0.04 | o_grant[1] | i_request[0] |
| hold / removal | 0.36 | g_result.grant_latched[0] | rst_n |
| setup reg to reg | 0.61 | busy | busy |
| hold reg to reg | 0.51 | g_result.grant_latched[0] | g_result.grant_latched[0] |
| max in group asynchronous | 1.29 | priority_matrix[1] | rst_n |
| min in group clk0 | 0.51 | g_result.grant_latched[0] | g_result.grant_latched[0] |
-- power by group through the flow --
stage     combinational (mW)  clock [mW]  sequential, mW
5_1_grt                0.409       0.125           0.158
6_report               0.379       0.112           0.153
4_1_cts                0.339       0.118           0.152
-- repair_timing --
action	4_1_cts	5_1_grt
setup endpoints to repair	2	1
endpoints found under the hold margin	0	0
gates resized	6	3
pin swaps	1	1
cloned	0	0
setup buffers	4	2
Power figures rest on the tool's default switching activity, not on a simulated workload.
