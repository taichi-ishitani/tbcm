==> design/flow/design.v <==
interface tbcm_crc
  import  tbcm_crc_pkg::*;
#(
  parameter int           DATA_WIDTH      = 8,
  parameter tbcm_crc_type CRC_TYPE        = TBCM_CRC_32,
  parameter int           CRC_WIDTH       = get_crc_width(CRC_TYPE),
  parameter bit [31:0]    CRC_POLYNOMIAL  = get_crc_polynomial(CRC_TYPE)
);
  localparam  int WORK_WIDTH  = DATA_WIDTH + CRC_WIDTH;
  function automatic bit [CRC_WIDTH-1:0] mod2(
    bit [WORK_WIDTH-1:0]  value,
    bit [CRC_WIDTH-1:0]   polynomial
  );
    bit [WORK_WIDTH-1:0]  work;
    work  = value;
    for (int i = WORK_WIDTH - 1;i >= CRC_WIDTH;--i) begin
      if (work[i]) begin
        work[i-1-:CRC_WIDTH]  ^= polynomial;
      end
    end
    return work[CRC_WIDTH-1:0];
  endfunction
  function automatic bit [CRC_WIDTH-1:0][DATA_WIDTH-1:0] get_crc_matrix();
    bit [CRC_WIDTH-1:0][DATA_WIDTH-1:0] matrix;
    for (int i = 0;i < DATA_WIDTH;++i) begin
      bit [CRC_WIDTH-1:0] remainder;
      remainder = mod2(WORK_WIDTH'(2**(i + CRC_WIDTH)), CRC_POLYNOMIAL);
      for (int j = 0;j < CRC_WIDTH;++j) begin
        matrix[j][i]  = remainder[j];
      end
    end
    return matrix;
  endfunction
  localparam  bit [CRC_WIDTH-1:0][DATA_WIDTH-1:0] CRC_MATRIX  = get_crc_matrix();
  function automatic logic [CRC_WIDTH-1:0] get(logic [DATA_WIDTH-1:0] data);
    logic [CRC_WIDTH-1:0] crc;
    for (int i = 0;i < CRC_WIDTH;++i) begin
      crc[i]  = ^(data & CRC_MATRIX[i]);
    end
    return crc;
  endfunction
endinterface
package tbcm_crc_pkg;
  typedef enum {
    TBCM_CRC_8_CCITT,
    TBCM_CRC_16_CCITT,
    TBCM_CRC_16,
    TBCM_CRC_32,
    TBCM_CRC_32C,
    TBCM_CRC_32K
  } tbcm_crc_type;
  function automatic int get_crc_width(tbcm_crc_type crc_type);
    case (crc_type)
      TBCM_CRC_8_CCITT:   return 8;
      TBCM_CRC_16_CCITT:  return 16;
      TBCM_CRC_16:        return 16;
      TBCM_CRC_32:        return 32;
      TBCM_CRC_32C:       return 32;
      TBCM_CRC_32K:       return 32;
      default:            return 0;
    endcase
  endfunction
  function automatic bit [31:0] get_crc_polynomial(tbcm_crc_type crc_type);
    case (crc_type)
      TBCM_CRC_8_CCITT:   return 'b0000_0000_0000_0000_0000_0000_1000_1101;  
      TBCM_CRC_16_CCITT:  return 'b0000_0000_0000_0000_0001_0000_0010_0001;  
      TBCM_CRC_16:        return 'b0000_0000_0000_0000_1000_0000_0000_0101;  
      TBCM_CRC_32:        return 'b0000_0100_1100_0001_0001_1101_1011_0111;  
      TBCM_CRC_32C:       return 'b0001_1110_1101_1100_0110_1111_0100_0001;  
      TBCM_CRC_32K:       return 'b0111_0100_0001_1011_1000_1100_1101_0111;  
      default:            return '0;
    endcase
  endfunction
endpackage
package tbcm_matrix_arbiter_pkg;
  typedef enum logic [2:0] {
    TBCM_MATRIX_ARBITER_FIXED_PRIORITY,
    TBCM_MATRIX_ARBITER_INCREMENTAL_ROUND_ROBIN,
    TBCM_MATRIX_ARBITER_DECREMENTAL_ROUND_ROBIN,
    TBCM_MATRIX_ARBITER_LRG,
    TBCM_MATRIX_ARBITER_MRG
  } tbcm_matrix_arbiter_type;
endpackage
interface tbcm_onehot #(
  parameter int WIDTH = 2
);
  if ((WIDTH > 2) && ((WIDTH % 2) == 1)) begin : g
    localparam  int HALF_WIDTH  = WIDTH / 2;
    tbcm_onehot #(HALF_WIDTH + 0) u_onehot_0();
    tbcm_onehot #(HALF_WIDTH + 1) u_onehot_1();
    function automatic logic [WIDTH-1:0] __onehot(logic [WIDTH-1:0] bits);
      logic [HALF_WIDTH-1:0]  result_0;
      logic [HALF_WIDTH-0:0]  result_1;
      logic [1:0]             ored;
      result_0  = u_onehot_0.to_onehot(bits[HALF_WIDTH-1:0]);
      ored[0]   = |{1'b0, result_0};
      result_1  = u_onehot_1.to_onehot(bits[WIDTH-1:HALF_WIDTH]);
      ored[1]   = |result_1;
      if (ored == 2'b10) begin
        return {result_1, {HALF_WIDTH{1'b0}}};
      end
      else begin
        return {{(HALF_WIDTH+1){1'b0}}, result_0};
      end
    endfunction
  end
  else if (WIDTH > 2) begin : g
    localparam  int HALF_WIDTH  = WIDTH / 2;
    tbcm_onehot #(HALF_WIDTH) u_onehot();
    function automatic logic [WIDTH-1:0] __onehot(logic [WIDTH-1:0] bits);
      logic [HALF_WIDTH-1:0]  result[2];
      logic [1:0]             ored;
      for (int i = 0;i < 2;++i) begin
        result[i] = u_onehot.to_onehot(bits[HALF_WIDTH*i+:HALF_WIDTH]);
        ored[i]   = |result[i];
      end
      if (ored == 2'b10) begin
        return {result[1], {HALF_WIDTH{1'b0}}};
      end
      else begin
        return {{HALF_WIDTH{1'b0}}, result[0]};
      end
    endfunction
  end
  else if (WIDTH == 2) begin : g
    function automatic logic [WIDTH-1:0] __onehot(logic [WIDTH-1:0] bits);
      if (bits == 2'b10) begin
        return bits;
      end
      else begin
        return {1'b0, bits[0]};
      end
    endfunction
  end
  else begin : g
    function automatic logic [WIDTH-1:0] __onehot(logic [WIDTH-1:0] bits);
      return bits;
    endfunction
  end
  function automatic logic [WIDTH-1:0] to_onehot(logic [WIDTH-1:0] bits);
    return g.__onehot(bits);
  endfunction
endinterface
interface tbcm_selector #(
  parameter int       WIDTH     = 8,
  parameter type      DATA_TYPE = logic [WIDTH-1:0],
  parameter int       ENTRIES   = 2,
  parameter bit       ONE_HOT   = 1,
  parameter DATA_TYPE DEFAULT   = DATA_TYPE'(0)
);
  localparam  int INDEX_WIDTH   = (ENTRIES >= 2) ? $clog2(ENTRIES) : 1;
  localparam  int SELECT_WIDTH  = (ONE_HOT) ? ENTRIES : INDEX_WIDTH;
  function automatic logic [INDEX_WIDTH-1:0] get_index(
    logic [SELECT_WIDTH-1:0]  select
  );
    if (ENTRIES == 1) begin
      return 0;
    end
    else if (ONE_HOT) begin
      return one_hot_to_binary(select);
    end
    else begin
      return select;
    end
  endfunction
  function automatic logic [INDEX_WIDTH-1:0] one_hot_to_binary(
    logic [ENTRIES-1:0] select
  );
    logic [INDEX_WIDTH-1:0] index;
    for (int i = 0;i < INDEX_WIDTH;++i) begin
      logic [ENTRIES-1:0] temp;
      for (int j = 0;j < ENTRIES;++j) begin
        temp[j] = select[j] & j[i];
      end
      index[i]  = |temp;
    end
    return index;
  endfunction
  function automatic DATA_TYPE mux(
    logic [SELECT_WIDTH-1:0]  select,
    DATA_TYPE [ENTRIES-1:0]   data
  );
    logic [INDEX_WIDTH-1:0] index;
    index = get_index(select);
    return data[index];
  endfunction
  function automatic DATA_TYPE [ENTRIES-1:0] demux(
    logic [SELECT_WIDTH-1:0]  select,
    DATA_TYPE                 data
  );
    DATA_TYPE [ENTRIES-1:0] demuxed_data;
    for (int i = 0;i < ENTRIES;++i) begin
      if (ONE_HOT && select[i]) begin
        demuxed_data[i] = data;
      end
      else if ((!ONE_HOT) && (select == i)) begin
        demuxed_data[i] = data;
      end
      else begin
        demuxed_data[i] = DEFAULT;
      end
    end
    return demuxed_data;
  endfunction
endinterface
module tbcm_round_robin_arbiter #(
  parameter int                 REQUESTS      = 2,
  parameter bit                 KEEP_RESULT   = 1,
  parameter bit [REQUESTS-1:0]  INITIAL_GRANT = 1
)(
  input   logic                 clk,
  input   logic                 rst_n,
  input   logic [REQUESTS-1:0]  i_request,
  output  logic [REQUESTS-1:0]  o_grant,
  input   logic [REQUESTS-1:0]  i_free
);
  logic                 busy;
  logic                 grab_grant;
  logic [REQUESTS-1:0]  grant;
  logic [REQUESTS-1:0]  current_grant;
  logic [REQUESTS-1:0]  grant_next;
  if (KEEP_RESULT) begin
    always_ff @(posedge clk, negedge rst_n) begin
      if (!rst_n) begin
        busy  <= '0;
      end
      else if ((grant & i_free) != '0) begin
        busy  <= '0;
      end
      else if (grab_grant) begin
        busy  <= '1;
      end
    end
  end
  else begin
    assign  busy  = '0;
  end
  assign  o_grant     = grant;
  assign  grant       = (grab_grant) ? grant_next
                      : (busy      ) ? current_grant : '0;
  assign  grab_grant  = |(i_request & {REQUESTS{~busy}});
  always_ff @(posedge clk, negedge rst_n) begin
    if (!rst_n) begin
      current_grant <= INITIAL_GRANT;
    end
    else if (grab_grant) begin
      current_grant <= grant_next;
    end
  end
  assign  grant_next  = get_grant(current_grant, i_request);
  tbcm_selector #(.WIDTH(REQUESTS), .ENTRIES(REQUESTS)) u_selector();
  tbcm_onehot #(.WIDTH(REQUESTS))                       u_onehot();
  function automatic logic [REQUESTS-1:0] get_grant(
    logic [REQUESTS-1:0]  current_grant,
    logic [REQUESTS-1:0]  request
  );
    logic [REQUESTS-1:0][REQUESTS-1:0]  grant_each;
    for (int i = 0;i < REQUESTS;++i) begin
      grant_each[i] = get_grant_each(request, i);
    end
    return u_selector.mux(current_grant, grant_each);
  endfunction
  function automatic logic [REQUESTS-1:0] get_grant_each(
    logic [REQUESTS-1:0]  request,
    int                   index
  );
    logic [2*REQUESTS-1:0]  request_temp;
    logic [1*REQUESTS-1:0]  request_rearranged;
    logic [1*REQUESTS-1:0]  grant;
    logic [2*REQUESTS-1:0]  grant_temp;
    request_temp        = {request, request};
    request_rearranged  = request_temp[index+1+:REQUESTS];
    grant               = u_onehot.to_onehot(request_rearranged);
    grant_temp          = {grant, grant};
    return grant_temp[REQUESTS-1-index+:REQUESTS];
  endfunction
endmodule
==> design/flow/run.sh <==
#!/bin/bash
# OpenROAD 26Q1-2900-gdf79404cd8, Yosys 0.63+post, stock flow scripts
make -C /OpenROAD-flow-scripts/flow DESIGN_CONFIG=/design/flow/config.mk WORK_HOME=/design/flow/orfs finish
==> design/flow/config.mk <==
export PLATFORM = sky130hd
export DESIGN_NAME = tbcm_round_robin_arbiter
export DESIGN_NICKNAME = tbcm_round_robin_arbiter
export VERILOG_FILES = /design/flow/design.v
export SDC_FILE = /design/flow/constraint.sdc
export NUM_CORES = 4
export LEC_CHECK = 1
export CORE_AREA = 10 10 70 70
export DIE_AREA = 0 0 80 80
export SYNTH_HDL_FRONTEND = slang
==> design/flow/constraint.sdc <==
current_design tbcm_round_robin_arbiter

set clk_period 2.1
set clk_io_pct 0.2

create_clock -name clk0 -period $clk_period [get_ports {clk}]

set non_clock_inputs [all_inputs -no_clocks]
set_input_delay [expr $clk_period * $clk_io_pct] -clock clk0 $non_clock_inputs
set_output_delay [expr $clk_period * $clk_io_pct] -clock clk0 [all_outputs]
==> impl_metrics.json <==
{
  "antenna_cells": 0,
  "layout.cells.non_filler": 80,
  "hold_ws_ps": 368,
  "vias": 202,
  "first_iter_violations": 8,
  "critPathRequiredTime_ps": 1680,
  "synthTopCellsByArea": "dfrtp_1 26%, dfstp_2 13%, a221oi_2 7.7%",
  "rsz0062_at_grt": "no",
  "syn2layout_area_growth_pct": 92.9,
  "largest_area_cell": "dfrtp_1",
  "clkLatencyLatePin_ps": 230,
  "crit_arrival_ps": 1510,
  "synth_cell_types": 15,
  "floorplan.core_util": 0.0571,
  "io_pins": 8,
  "crit_type": "in -> out",
  "finalSetupViolCount": 0,
  "common_cells": "3 x nand2_1, 2 x dfrtp_1, 2 x inv_1",
  "design_area_sq_um": 377,
  "dpl_cell_area_sq_um": 353,
  "chipHeight_um": 80,
  "clock_path_buffers": 2,
  "yosysTopAreaCellShare": 0.256,
  "intPower_w": 0.000285,
  "gr-total-overflow": 0,
  "yosysWarnings": 0,
  "slew_headroom": 0.851,
  "layout-drive-gt1-share": 0.353,
  "synth_cells": 19,
  "critPathLaunchType": "primary input",
  "max_freq_mhz": 519,
  "dieArea_sq_um": 6400,
  "drcViolationCount": 0,
  "wirelength_um": 669,
  "firstDrtPassIters": 3,
  "cts_tree": "built",
  "fin_worst_skew_ps": 1.95,
  "edf_count": 0,
  "leakagePower_nw": 0.159,
  "dpl.cell_count": 76,
  "switching_power_w": 0.000148,
  "synth_area_sq_um": 195,
  "ys_seq_share": 0.391,
  "gp_congestion": 0.800,
  "numCtsBuffers": 3,
  "clockPowerShare": 0.236,
  "antenna_found_initial": 0,
  "max_stage_delay_ps": 470,
  "grt_pass1_vias": 190,
  "grt_usage": 0.0206,
  "slowest_stage": "clkdlybuf4s50_1",
  "htreeDepth": 1,
  "maxCapViolations": 0,
  "peakVddDrop_v": 0.000254,
  "synthArstFlopShare": 1.00,
  "detail-route-antenna-nets": 0,
  "finalCriticalPeriod_ps": 1930,
  "cts.sinks": 3,
  "most_common_cell": "nand2_1",
  "warnings": 25,
  "hold_viol_final": 0,
  "clk_pin_slew_ps": 40,
  "synth-seq-cells": 3,
  "vias_per_cell": 2.53,
  "tightest_slew_ps": 223,
  "port_buffers": 7,
  "slew_violations": 0,
  "synthFlopType": "dfrtp_1",
  "routedWlPerCell_um": 8.36,
  "syn_area_per_cell_sq_um": 10.3,
  "seqPwrFrac": 0.300,
  "ys_cells": 19,
  "comb_power_share": 0.464,
  "p_sw_frac": 0.342,
  "finalCritPeriodShare": 0.917,
  "hold_path_class": "in -> async",
  "crit_chain": "clkdlybuf4s50_1, or2b_1, o22ai_2, dlygate4sd2_1",
  "clock-root-buffer": "clkbuf_4",
  "run_status": "completed",
  "setup_tns_ps": 0,
  "ys_area_sq_um": 195,
  "worstPathMaxFanout": 2,
  "die_w_um": 80,
  "cts_hold_buf": 0,
  "core_area_sq_um": 3420,
  "p_per_area_nw_per_um2": 1150,
  "grt_pass1_wl_um": 972,
  "endpoint_kind": "output port",
  "fp-row-count": 21,
  "grt_max_degree": 7
}
-- power groups by stage --
stage	clock, W	sequential, W	combinational (W)
4_1_cts	0.000106	0.000129	0.000202
5_1_grt	0.000113	0.000135	0.000221
6_report	0.000102	0.000130	0.000201
-- area by class of cell --
| class | instances | area (sq um) |
|---|---|---|
| multi-input combinational | 14 | 111 |
| sequential | 3 | 76.3 |
| tap | 46 | 57.6 |
| clock buffer | 4 | 26.3 |
| timing repair buffer | 11 | 97.6 |
| fill | 400 | 3040 |
| inverter | 2 | 7.51 |
-- worst max-delay path, delay by kind of cell --
kind                   cells  cell delay, ps
and+or+nand+nor            1             270
AOI/OAI and AO/OA          1             110
buffers and inverters      2             700
-- logic make-up after synthesis --
group | share of synthesized area
DFF | 0.391
buffers and inverters | 0.0385
AOI/OAI and AO/OA | 0.288
and+or+nand+nor | 0.282
-- state kept, by name, summed over array words and instances, names as in the netlist --
name / flops
busy: 1
current_grant: 2
-- worst paths after layout --
check | startpoint | end | slack, ps | cells after the start
max | i_request[0] | o_grant[0] | 170 | 4
max reg2reg | current_grant[1] | busy | 910 | 4
min | rst_n | current_grant[1] | 370 | 1
min in group clk0 | current_grant[0] | current_grant[0] | 500 | 2
min reg2reg | current_grant[0] | current_grant[0] | 500 | 2
max in group asynchronous | rst_n | current_grant[0] | 1510 | 1
-- repair_timing --
item                                    4_1_cts  5_1_grt
resized                                       2        0
setup buffers                                 0        0
endpoints found under the setup margin        2        0
-- cell usage in the layout, fill, tap and decap left out, types with 2 or more instances in the layout --
cell,Yosys,routed
clkbuf_4,0,3
dlygate4sd2_1,0,2
inv_1,2,2
clkdlybuf4s50_1,0,5
buf_4,0,4
dfrtp_1,2,2
nand2_1,3,3
-- per-stage QoR --
stage / utilization / total power [W] / setup WS, ps
after CTS: 0.110 / 0.000437 / 164
after global placement: 0.103 / 0.000338 / -93.0
after detailed placement: 0.103 / 0.000347 / -107
after global routing: 0.110 / 0.000470 / 122
final: 0.110 / 0.000434 / 175
after floorplan: - / 0.000223 / 918
-- routing by layer --
| layer | global-route usage | wire (um) |
|---|---|---|
| met1 | 0.0333 | 412 |
| met2 | 0.0152 | 152 |
| met3 | 0.0205 | 96 |
| met4 | 0.00352 | 8 |
| met5 | 0 | 0 |
Power and IR drop assume default switching activity.
