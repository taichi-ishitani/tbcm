**flow/config.mk**
```make
export PLATFORM = sky130hd
export DESIGN_NAME = tbcm_fifo
export DESIGN_NICKNAME = tbcm_fifo
export VERILOG_FILES = /design/flow/design.v
export SDC_FILE = /design/flow/constraint.sdc
export NUM_CORES = 4
export LEC_CHECK = 1
export CORE_UTILIZATION = 50
export SYNTH_HDL_FRONTEND = slang
```
**flow/constraint.sdc**
```tcl
current_design tbcm_fifo

set clk_period 2.6
set clk_io_pct 0.2

create_clock -name clk0 -period $clk_period [get_ports {clk}]

set non_clock_inputs [all_inputs -no_clocks]
set_input_delay [expr $clk_period * $clk_io_pct] -clock clk0 $non_clock_inputs
set_output_delay [expr $clk_period * $clk_io_pct] -clock clk0 [all_outputs]
```
**flow/design.v**
```verilog
interface tbcm_crc
  import  tbcm_crc_pkg::*;
#(
  parameter int           DATA_WIDTH      = 8,
  parameter tbcm_crc_type CRC_TYPE        = TBCM_CRC_32,
  parameter int           CRC_WIDTH       = get_crc_width(CRC_TYPE),
  parameter bit [31:0]    CRC_POLYNOMIAL  = get_crc_polynomial(CRC_TYPE)
);
  localparam  int WORK_WIDTH  = DATA_WIDTH + CRC_WIDTH;
  function automatic bit [CRC_WIDTH-1:0] mod2(
    bit [WORK_WIDTH-1:0]  value,
    bit [CRC_WIDTH-1:0]   polynomial
  );
    bit [WORK_WIDTH-1:0]  work;
    work  = value;
    for (int i = WORK_WIDTH - 1;i >= CRC_WIDTH;--i) begin
      if (work[i]) begin
        work[i-1-:CRC_WIDTH]  ^= polynomial;
      end
    end
    return work[CRC_WIDTH-1:0];
  endfunction
  function automatic bit [CRC_WIDTH-1:0][DATA_WIDTH-1:0] get_crc_matrix();
    bit [CRC_WIDTH-1:0][DATA_WIDTH-1:0] matrix;
    for (int i = 0;i < DATA_WIDTH;++i) begin
      bit [CRC_WIDTH-1:0] remainder;
      remainder = mod2(WORK_WIDTH'(2**(i + CRC_WIDTH)), CRC_POLYNOMIAL);
      for (int j = 0;j < CRC_WIDTH;++j) begin
        matrix[j][i]  = remainder[j];
      end
    end
    return matrix;
  endfunction
  localparam  bit [CRC_WIDTH-1:0][DATA_WIDTH-1:0] CRC_MATRIX  = get_crc_matrix();
  function automatic logic [CRC_WIDTH-1:0] get(logic [DATA_WIDTH-1:0] data);
    logic [CRC_WIDTH-1:0] crc;
    for (int i = 0;i < CRC_WIDTH;++i) begin
      crc[i]  = ^(data & CRC_MATRIX[i]);
    end
    return crc;
  endfunction
endinterface
package tbcm_crc_pkg;
  typedef enum {
    TBCM_CRC_8_CCITT,
    TBCM_CRC_16_CCITT,
    TBCM_CRC_16,
    TBCM_CRC_32,
    TBCM_CRC_32C,
    TBCM_CRC_32K
  } tbcm_crc_type;
  function automatic int get_crc_width(tbcm_crc_type crc_type);
    case (crc_type)
      TBCM_CRC_8_CCITT:   return 8;
      TBCM_CRC_16_CCITT:  return 16;
      TBCM_CRC_16:        return 16;
      TBCM_CRC_32:        return 32;
      TBCM_CRC_32C:       return 32;
      TBCM_CRC_32K:       return 32;
      default:            return 0;
    endcase
  endfunction
  function automatic bit [31:0] get_crc_polynomial(tbcm_crc_type crc_type);
    case (crc_type)
      TBCM_CRC_8_CCITT:   return 'b0000_0000_0000_0000_0000_0000_1000_1101;  
      TBCM_CRC_16_CCITT:  return 'b0000_0000_0000_0000_0001_0000_0010_0001;  
      TBCM_CRC_16:        return 'b0000_0000_0000_0000_1000_0000_0000_0101;  
      TBCM_CRC_32:        return 'b0000_0100_1100_0001_0001_1101_1011_0111;  
      TBCM_CRC_32C:       return 'b0001_1110_1101_1100_0110_1111_0100_0001;  
      TBCM_CRC_32K:       return 'b0111_0100_0001_1011_1000_1100_1101_0111;  
      default:            return '0;
    endcase
  endfunction
endpackage
package tbcm_matrix_arbiter_pkg;
  typedef enum logic [2:0] {
    TBCM_MATRIX_ARBITER_FIXED_PRIORITY,
    TBCM_MATRIX_ARBITER_INCREMENTAL_ROUND_ROBIN,
    TBCM_MATRIX_ARBITER_DECREMENTAL_ROUND_ROBIN,
    TBCM_MATRIX_ARBITER_LRG,
    TBCM_MATRIX_ARBITER_MRG
  } tbcm_matrix_arbiter_type;
endpackage
interface tbcm_onehot #(
  parameter int WIDTH = 2
);
  if ((WIDTH > 2) && ((WIDTH % 2) == 1)) begin : g
    localparam  int HALF_WIDTH  = WIDTH / 2;
    tbcm_onehot #(HALF_WIDTH + 0) u_onehot_0();
    tbcm_onehot #(HALF_WIDTH + 1) u_onehot_1();
    function automatic logic [WIDTH-1:0] __onehot(logic [WIDTH-1:0] bits);
      logic [HALF_WIDTH-1:0]  result_0;
      logic [HALF_WIDTH-0:0]  result_1;
      logic [1:0]             ored;
      result_0  = u_onehot_0.to_onehot(bits[HALF_WIDTH-1:0]);
      ored[0]   = |{1'b0, result_0};
      result_1  = u_onehot_1.to_onehot(bits[WIDTH-1:HALF_WIDTH]);
      ored[1]   = |result_1;
      if (ored == 2'b10) begin
        return {result_1, {HALF_WIDTH{1'b0}}};
      end
      else begin
        return {{(HALF_WIDTH+1){1'b0}}, result_0};
      end
    endfunction
  end
  else if (WIDTH > 2) begin : g
    localparam  int HALF_WIDTH  = WIDTH / 2;
    tbcm_onehot #(HALF_WIDTH) u_onehot();
    function automatic logic [WIDTH-1:0] __onehot(logic [WIDTH-1:0] bits);
      logic [HALF_WIDTH-1:0]  result[2];
      logic [1:0]             ored;
      for (int i = 0;i < 2;++i) begin
        result[i] = u_onehot.to_onehot(bits[HALF_WIDTH*i+:HALF_WIDTH]);
        ored[i]   = |result[i];
      end
      if (ored == 2'b10) begin
        return {result[1], {HALF_WIDTH{1'b0}}};
      end
      else begin
        return {{HALF_WIDTH{1'b0}}, result[0]};
      end
    endfunction
  end
  else if (WIDTH == 2) begin : g
    function automatic logic [WIDTH-1:0] __onehot(logic [WIDTH-1:0] bits);
      if (bits == 2'b10) begin
        return bits;
      end
      else begin
        return {1'b0, bits[0]};
      end
    endfunction
  end
  else begin : g
    function automatic logic [WIDTH-1:0] __onehot(logic [WIDTH-1:0] bits);
      return bits;
    endfunction
  end
  function automatic logic [WIDTH-1:0] to_onehot(logic [WIDTH-1:0] bits);
    return g.__onehot(bits);
  endfunction
endinterface
interface tbcm_selector #(
  parameter int       WIDTH     = 8,
  parameter type      DATA_TYPE = logic [WIDTH-1:0],
  parameter int       ENTRIES   = 2,
  parameter bit       ONE_HOT   = 1,
  parameter DATA_TYPE DEFAULT   = DATA_TYPE'(0)
);
  localparam  int INDEX_WIDTH   = (ENTRIES >= 2) ? $clog2(ENTRIES) : 1;
  localparam  int SELECT_WIDTH  = (ONE_HOT) ? ENTRIES : INDEX_WIDTH;
  function automatic logic [INDEX_WIDTH-1:0] get_index(
    logic [SELECT_WIDTH-1:0]  select
  );
    if (ENTRIES == 1) begin
      return 0;
    end
    else if (ONE_HOT) begin
      return one_hot_to_binary(select);
    end
    else begin
      return select;
    end
  endfunction
  function automatic logic [INDEX_WIDTH-1:0] one_hot_to_binary(
    logic [ENTRIES-1:0] select
  );
    logic [INDEX_WIDTH-1:0] index;
    for (int i = 0;i < INDEX_WIDTH;++i) begin
      logic [ENTRIES-1:0] temp;
      for (int j = 0;j < ENTRIES;++j) begin
        temp[j] = select[j] & j[i];
      end
      index[i]  = |temp;
    end
    return index;
  endfunction
  function automatic DATA_TYPE mux(
    logic [SELECT_WIDTH-1:0]  select,
    DATA_TYPE [ENTRIES-1:0]   data
  );
    logic [INDEX_WIDTH-1:0] index;
    index = get_index(select);
    return data[index];
  endfunction
  function automatic DATA_TYPE [ENTRIES-1:0] demux(
    logic [SELECT_WIDTH-1:0]  select,
    DATA_TYPE                 data
  );
    DATA_TYPE [ENTRIES-1:0] demuxed_data;
    for (int i = 0;i < ENTRIES;++i) begin
      if (ONE_HOT && select[i]) begin
        demuxed_data[i] = data;
      end
      else if ((!ONE_HOT) && (select == i)) begin
        demuxed_data[i] = data;
      end
      else begin
        demuxed_data[i] = DEFAULT;
      end
    end
    return demuxed_data;
  endfunction
endinterface
module tbcm_counter #(
  parameter   int MAX_COUNT     = 3,
  parameter   int MIN_COUNT     = 0,
  parameter   int INITIAL_COUNT = MIN_COUNT,
  parameter   bit WRAP_AROUND   = 1,
  localparam  int WIDTH         = $clog2(MAX_COUNT + 1)
)(
  input   logic             clk,
  input   logic             rst_n,
  input   logic             i_clear,
  input   logic             i_set,
  input   logic [WIDTH-1:0] i_set_value,
  input   logic             i_up,
  input   logic             i_down,
  output  logic [WIDTH-1:0] o_count,
  output  logic [WIDTH-1:0] o_count_next
);
  localparam  bit [WIDTH-1:0] INITIAL = INITIAL_COUNT;
  localparam  bit [WIDTH-1:0] MAX     = MAX_COUNT;
  localparam  bit [WIDTH-1:0] MIN     = MIN_COUNT;
  logic [WIDTH-1:0] count;
  logic [WIDTH-1:0] count_next;
  assign  o_count       = count;
  assign  o_count_next  = count_next;
  assign  count_next    = get_count_next(
    .clear          (i_clear      ),
    .set            (i_set        ),
    .set_value      (i_set_value  ),
    .up             (i_up         ),
    .down           (i_down       ),
    .current_count  (count        )
  );
  always_ff @(posedge clk, negedge rst_n) begin
    if (!rst_n) begin
      count <= INITIAL;
    end
    else begin
      count <= count_next;
    end
  end
  function automatic logic [WIDTH-1:0] get_count_next(
    input logic             clear,
    input logic             set,
    input logic [WIDTH-1:0] set_value,
    input logic             up,
    input logic             down,
    input logic [WIDTH-1:0] current_count
  );
    if (clear) begin
      return INITIAL;
    end
    else if (set) begin
      return set_value;
    end
    else if ({up, down} == 2'b10) begin
      return count_up(current_count);
    end
    else if ({up, down} == 2'b01) begin
      return count_down(current_count);
    end
    else begin
      return current_count;
    end
  endfunction
  function automatic logic [WIDTH-1:0] count_up(input logic [WIDTH-1:0] current_count);
    if (current_count == MAX) begin
      return (WRAP_AROUND) ? MIN : MAX;
    end
    else begin
      return current_count + 1;
    end
  endfunction
  function automatic logic [WIDTH-1:0] count_down(input logic [WIDTH-1:0] current_count);
    if (current_count == MIN) begin
      return (WRAP_AROUND) ? MAX : MIN;
    end
    else begin
      return count - 1;
    end
  endfunction
endmodule
module tbcm_fifo #(
  parameter int   WIDTH       = 8,
  parameter type  DATA_TYPE   = logic [WIDTH-1:0],
  parameter int   DEPTH       = 8,
  parameter int   THRESHOLD   = DEPTH,
  parameter bit   DATA_FF_OUT = 0,
  parameter bit   FLAG_FF_OUT = 0
)(
  input   logic     clk,
  input   logic     rst_n,
  input   logic     i_clear,
  output  logic     o_empty,
  output  logic     o_almost_full,
  output  logic     o_full,
  input   logic     i_push,
  input   DATA_TYPE i_data,
  input   logic     i_pop,
  output  DATA_TYPE o_data
);
  localparam  int COUNTER_WIDTH = $clog2(DEPTH + 1);
  localparam  int RAM_WORDS     = (DATA_FF_OUT) ? DEPTH - 1 : DEPTH;
  localparam  int POINTER_WIDTH = (RAM_WORDS >= 2) ? $clog2(RAM_WORDS) : 1;
  typedef struct packed {
    logic empty;
    logic almost_full;
    logic full;
  } s_status_flags;
  logic                     push;
  logic                     pop;
  logic [COUNTER_WIDTH-1:0] word_count;
  logic [COUNTER_WIDTH-1:0] word_count_next;
  s_status_flags            status_flags;
  logic                     write_to_ff;
  logic                     write_to_ram;
  logic [POINTER_WIDTH-1:0] write_pointer;
  logic                     read_from_ram;
  logic [POINTER_WIDTH-1:0] read_pointer;
  DATA_TYPE                 ram_read_data;
  DATA_TYPE                 out_data;
  assign  push  = (i_push && (!status_flags.full )) ? '1 : '0;
  assign  pop   = (i_pop  && (!status_flags.empty)) ? '1 : '0;
  tbcm_counter #(
    .MAX_COUNT  (DEPTH  ),
    .MIN_COUNT  (0      )
  ) u_word_counter (
    .clk          (clk              ),
    .rst_n        (rst_n            ),
    .i_clear      (i_clear          ),
    .i_set        ('0               ),
    .i_set_value  ('0               ),
    .i_up         (push             ),
    .i_down       (pop              ),
    .o_count      (word_count       ),
    .o_count_next (word_count_next  )
  );
  assign  o_empty       = status_flags.empty;
  assign  o_almost_full = status_flags.almost_full;
  assign  o_full        = status_flags.full;
  if (FLAG_FF_OUT) begin : g_flag_ff_out
    localparam  s_status_flags  INITIAL_FLAGS = '{
      empty: 1'b1, almost_full: 1'b0, full: 1'b0
    };
    always_ff @(posedge clk, negedge rst_n) begin
      if (!rst_n) begin
        status_flags  <= INITIAL_FLAGS;
      end
      else if (i_clear) begin
        status_flags  <= INITIAL_FLAGS;
      end
      else begin
        status_flags  <= get_status_flags(word_count_next);
      end
    end
  end
  else begin : g_flag_logic_out
    assign  status_flags  = get_status_flags(word_count);
  end
  function automatic s_status_flags get_status_flags(
    input logic [COUNTER_WIDTH-1:0] word_count
  );
    s_status_flags  flags;
    flags.empty       = (word_count == 0        ) ? '1 : '0;
    flags.almost_full = (word_count >= THRESHOLD) ? '1 : '0;
    flags.full        = (word_count == DEPTH    ) ? '1 : '0;
    return flags;
  endfunction
  if (DATA_FF_OUT) begin
    assign  write_to_ff   = (status_flags.empty || (  pop  && (word_count == 1))) ? push : '0;
    assign  write_to_ram  = ((word_count >= 2)  || ((!pop) && (word_count == 1))) ? push : '0;
    assign  read_from_ram = ( word_count >= 2                                   ) ? pop  : '0;
  end
  else begin
    assign  write_to_ff   = '0;
    assign  write_to_ram  = push;
    assign  read_from_ram = pop;
  end
  if (RAM_WORDS >= 2) begin : g_multi_words_ram
    localparam  bit [POINTER_WIDTH-1:0] LAST_POINTER  = RAM_WORDS - 1;
    tbcm_counter #(
      .MAX_COUNT  (LAST_POINTER ),
      .MIN_COUNT  (0            )
    ) u_write_pointer (
      .clk          (clk            ),
      .rst_n        (rst_n          ),
      .i_clear      (i_clear        ),
      .i_set        ('0             ),
      .i_set_value  ('0             ),
      .i_up         (write_to_ram   ),
      .i_down       ('0             ),
      .o_count      (write_pointer  ),
      .o_count_next ()
    );
    tbcm_counter #(
      .MAX_COUNT  (LAST_POINTER ),
      .MIN_COUNT  (0            )
    ) u_read_pointer (
      .clk          (clk            ),
      .rst_n        (rst_n          ),
      .i_clear      (i_clear        ),
      .i_set        ('0             ),
      .i_set_value  ('0             ),
      .i_up         (read_from_ram  ),
      .i_down       ('0             ),
      .o_count      (read_pointer   ),
      .o_count_next ()
    );
  end
  else begin : g_single_word_ram
    assign  write_pointer = '0;
    assign  read_pointer  = '0;
  end
  if (RAM_WORDS >= 1) begin : g_ram
    DATA_TYPE ram[RAM_WORDS];
    assign  ram_read_data = ram[read_pointer];
    always_ff @(posedge clk) begin
      if (write_to_ram) begin
        ram[write_pointer]  <= i_data;
      end
    end
  end
  else begin : g_no_ram
    assign  ram_read_data = DATA_TYPE'(0);
  end
  assign  o_data  = out_data;
  if (DATA_FF_OUT) begin
    always_ff @(posedge clk, negedge rst_n) begin
      if (!rst_n) begin
        out_data  <= DATA_TYPE'(0);
      end
      else if (write_to_ff) begin
        out_data  <= i_data;
      end
      else if (read_from_ram) begin
        out_data  <= ram_read_data;
      end
    end
  end
  else begin
    assign  out_data  = ram_read_data;
  end
endmodule
```
**flow/run.sh**
```bash
#!/bin/bash
# OpenROAD 26Q1-2900-gdf79404cd8, Yosys 0.63+post, stock flow scripts
make -C /OpenROAD-flow-scripts/flow DESIGN_CONFIG=/design/flow/config.mk WORK_HOME=/design/flow/orfs finish
```
==> impl_metrics.env <==
# physical design summary
export IMPL_status="completed"
export IMPL_drv_cap=0
export IMPL_die_h_um=81.6
export IMPL_io_pins=24
export IMPL_syn_cell_area_um2=3170
export IMPL_first_global_vias=1731
export IMPL_fin_ws_ps=57.5
export IMPL_top_area_frac=0.607
export IMPL_path_buffers=2
export IMPL_area_growth_pct=22.2
export IMPL_period_minus_slack_ps=2540
export IMPL_cp_end_kind="primary output"
export IMPL_die_width_um=81.6
export IMPL_vdd_drop_max_mv=0.648
export IMPL_nFillCells=429
export IMPL_worstPathArrival_ps=2020
export IMPL_ant_nets=0
export IMPL_seqPwrFrac=0.424
export IMPL_dp_hpwl_um=3690
export IMPL_pwr_share_comb=0.356
export IMPL_routed_wl_um=5580
export IMPL_warnings=28
export IMPL_ff_type="edfxtp_1"
export IMPL_cts_sinks=74
export IMPL_synth_most_common_cell="edfxtp_1"
export IMPL_coreArea_um2=6030
export IMPL_synth_seq_share=0.686
export IMPL_p_sw_frac=0.279
export IMPL_fp_util=0.525
export IMPL_yosys_cells=183
export IMPL_netlist_instances=183
export IMPL_fin_worst_skew_ps=8.85
export IMPL_antenna_found_initial=0
export IMPL_dr_pass1_iters=4
export IMPL_regToRegSetupSlack_ps=540
export IMPL_ys_flops=74
export IMPL_hold_viol_final=0
export IMPL_cts_made_buffers=9
export IMPL_fmax_mhz=393
export IMPL_drive_above_1_share=0.295
export IMPL_route_detailed_drc=0
export IMPL_critPathSlowestCell="mux4_2"
export IMPL_die_area_um2=6650
export IMPL_worstSetupPathType="flop to primary output"
export IMPL_tightest_slew_ps=671
export IMPL_p_leak_uw=0.00139
export IMPL_clkLatencyLatePin_ps=340
export IMPL_cp_required_ps=2080
export IMPL_row_count=28
export IMPL_finalSetupViolCount=0
export IMPL_viasPerCell=5.54
export IMPL_crit_fanout=5
export IMPL_crit_family="multiplexers"
export IMPL_logic_area_um2=965
export IMPL_avgSynthCellArea_um2=17.3
export IMPL_async_flop_share=0.135
export IMPL_clkTransAtPathRegs_ps=80
export IMPL_vias=1728
export IMPL_ys_top_cells_by_count="64 x edfxtp_1, 16 x mux4_2, 14 x nor2_1, 10 x dfrtp_1, 8 x mux2_2"
export IMPL_overflow=0
export IMPL_min_delay_path_class="input port to asynchronous set/reset pin"
export IMPL_cts_tree="built"
export IMPL_pwr_share_clk=0.220
export IMPL_final_seq_area_um2=2170
export IMPL_grtUsageTotal=0.200
export IMPL_grt_setup_unrepaired="yes"
export IMPL_dp_slack_ps=280
export IMPL_synth_area_leader_cell="edfxtp_1"
export IMPL_grt_max_degree=14
export IMPL_slew_headroom=0.553
export IMPL_p_int_uw=2500
export IMPL_avgRoutedWirePerCell_um=17.9
export IMPL_start_kind="flop"
export IMPL_fin_crit_sh=0.978
export IMPL_synth_edff_count=64
export IMPL_slowest_delay_ps=480
export IMPL_ctsLongestPathBuffers=2
export IMPL_grt_pass1_wl_um=8670
export IMPL_top_cells_by_area="edfxtp_1 61%, mux4_2 11%, dfrtp_1 7.9%"
export IMPL_antennaDiodeCount=0
export IMPL_cts_root_buf="clkbuf_8"
export IMPL_cts_htree_levels=3
export IMPL_portBuffers=23
export IMPL_cp_cell_sequence="buf_12 > mux4_2 > mux2_2 > clkdlybuf4s50_1"
export IMPL_powerDensity_nw_per_um2=899
export IMPL_switching_power_uw=971
export IMPL_yosys_warnings=0
export IMPL_setup_tns_ps=0
export IMPL_yosysUniqueCellTypes=38
export IMPL_globalplace_congestion=0.907
export IMPL_ys_area_um2=3170
export IMPL_slew_viol_final=0
export IMPL_drtIter0Drc=60
==> timing repair <==
item	CTS	global route
setup buffers	3	4
hold buffers	0	0
endpoints found under the setup margin	9	5
gates resized	18	8
==> path summary, 6_finish.rpt <==
check,start,endpoint,depth (start not counted)
hold / removal,rst_n,g_multi_words_ram.u_write_pointer.o_count[2],1
max in group asynchronous,rst_n,g_multi_words_ram.u_read_pointer.o_count[0],1
setup / recovery,g_multi_words_ram.u_read_pointer.o_count[0],o_data[2],4
hold reg to reg,u_word_counter.o_count[1],u_word_counter.o_count[1],2
min in group clk0,u_word_counter.o_count[1],u_word_counter.o_count[1],2
setup reg to reg,u_word_counter.o_count[1],g_ram.ram[4][1],6
==> through the flow <==
step	hold WS, ps	power (uW)	utilization	instances	instance area (um^2)
CTS	514	3400	0.630	308	3800
global placement	542	2540	0.592	289	3570
floorplan	224	2200	-	183	3170
detailed placement	560	2560	0.592	289	3570
global route	533	3690	0.642	312	3870
finish	507	3480	0.642	312	3870
==> registers in the layout, summed over array words and instances, names as in the netlist <==
register,cells
u_word_counter.o_count,4
g_multi_words_ram.u_read_pointer.o_count,3
g_ram.ram,64
g_multi_words_ram.u_write_pointer.o_count,3
==> metal layers <==
metal | global-route usage | vias to the layer above | wire length [um]
met3 | 0.118 | 5 | 668
met1 | 0.287 | 824 | 2230
met4 | 0.0316 | 0 | 59
met5 | 0 | - | 0
li1 | - | 813 | -
met2 | 0.292 | 86 | 2620
==> kinds of logic (layout without fill, tap and decap cells) <==
family	Yosys count	after routing	synth area share
multiplexers	27	27	0.153
XOR/XNOR	2	2	0.00553
adder cells (fa/ha/maj)	6	6	0.0237
AND/OR/NAND/NOR	43	43	0.0700
AND-OR/OR-AND	16	16	0.0391
flip-flops	74	74	0.686
buffers and inverters	15	69	0.0221
==> power by group through the flow <==
| stage | Sequential [uW] | Clock (uW) | Combinational [uW] |
|---|---|---|---|
| global route | 1490 | 822 | 1380 |
| finish | 1470 | 765 | 1240 |
| CTS | 1470 | 778 | 1150 |
==> cell type report <==
type | count | area share
inverters | 6 | 0.00582
well taps | 75 | 0.0243
clock inverters | 6 | 0.0110
multi-input cells | 94 | 0.249
repair buffers | 47 | 0.115
clock buffers | 10 | 0.0330
flip-flops and latches | 74 | 0.562
==> layout by cell type (no fill, tap or decap), types with 2 or more instances in the layout <==
cell and count:
dlygate4sd2_1 4, mux4_2 16, dfrtp_1 10, nand2b_1 3
clkinvlp_4 4, inv_1 5, mux2i_1 2, clkdlybuf4s50_1 16
edfxtp_1 64, a21oi_1 5, nand2_1 6, buf_4 19
nor3b_1 3, clkbuf_8 9, nand3_1 6, buf_6 3
ha_1 5, nor3_1 6, nor2_1 14, buf_12 2
mux2_4 8, clkdlybuf4s15_1 2
Power and IR drop assume default switching activity.
